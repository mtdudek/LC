$ cat config.mk
export PLATFORM = sky130hd
export DESIGN_NAME = shifter
export DESIGN_NICKNAME = shifter
export VERILOG_FILES = /design/flow/design.v
export SDC_FILE = /design/flow/constraint.sdc
export NUM_CORES = 4
export LEC_CHECK = 1
export CORE_AREA = 10 10 112 112
export DIE_AREA = 0 0 122 122
$ cat design.v
module funnel_shifter(input [7:0]a,b, input [3:0] n,output [7:0] o);
  logic [15:0] l1,l2,l3,l4;
  assign l1 = n[0] ? {1'b0, a , b[1+:7] } : {a,b};
  assign l2 = n[1] ? {2'b0, l1[2+:14] } : l1;
  assign l3 = n[2] ? {4'b0, l2[4+:12] } : l2;
  assign l4 = n[3] ? {8'b0, l3[8+:8] } : l3;
  assign o = l4[0+:8];
endmodule
module arimetric(input [7:0] a,output [7:0]b);
  assign b={a[7],a[7],a[7],a[7],a[7],a[7],a[7],a[7]};
endmodule
module _to_8(input [3:0] a,output [3:0]b);
  assign b[0]=a[0];
  assign b[1]=!a[0]&a[1]|a[0]&!a[1];
  assign b[2]=(a[0]|a[1])&!a[2]&!a[3]|!a[0]&!a[1]&a[2]&!a[3];
  assign b[3]=!a[0]&!a[1]&!a[2]&!a[3];
endmodule
module shifter(input [7:0]i, input [3:0] n,input rot, ar, lr, output [7:0] o);
  logic [7:0] a,l0,l1,l2,l3,l4,l5;
  logic [3:0] c_n;
  _to_8 t0(n,c_n);
  arimetric ari(i,a);
  funnel_shifter fs0(i,i,c_n,l0);
  funnel_shifter fs1(i,i,n,l1);
  funnel_shifter fs2(i,8'b00000000,c_n,l2);
  funnel_shifter fs3(a,i,n,l3);  
  funnel_shifter fs4(i,8'b00000000,c_n,l4);
  funnel_shifter fs5(8'b00000000,i,n,l5);
  assign o =  rot ? (lr? l0 :l1) : 
    (ar ?	(lr ? l2: l3 ) :
     (lr ? l4 : l5 ) );
endmodule
$ cat run.sh
#!/bin/bash
# OpenROAD 26Q1-2900-gdf79404cd8, Yosys 0.63+post, stock flow scripts
make -C /OpenROAD-flow-scripts/flow DESIGN_CONFIG=/design/flow/config.mk WORK_HOME=/design/flow/orfs finish
$ cat constraint.sdc
current_design shifter

set clk_period 4.3
set clk_io_pct 0.2

create_clock -name clk0 -period $clk_period

set non_clock_inputs [all_inputs -no_clocks]
set_input_delay [expr $clk_period * $clk_io_pct] -clock clk0 $non_clock_inputs
set_output_delay [expr $clk_period * $clk_io_pct] -clock clk0 [all_outputs]
==> out/metrics.cfg <==
[run]
warnings=32
drv_cap=0

[sta]
worst_pin_slew_ns=0.355
rsz0062_at_grt=no
fin_setup_tns_ns=0
finalSetupViolations=0
period_needed_ns=4.19
hold_viol_final=0
finalCritPeriodShare=0.975
fmax_ghz=0.238
slew_headroom=0.763
maxSlewViolCount=0

[logic_synthesis]
top_area_frac=0.0912
yosys_area_um2=1230
yosys.area.top_type=mux4_2
synth.distinct_cells=54
syn_area_per_cell_um2=7.14
ys_cells=173
syn_inst=173
top_cells_by_area=mux4_2, a21oi_1, mux2_2
syn_area_um2=1230
synth_seq_share=0
ys_warn_count=0

[floorplan]
fp.dieH_um=122
fp_util=0.121
die_w_um=122
io_pins=23
chip_area_um2=14900
rows=37
design.core.area_um2=10200

[critical_path]
crit_fanout=5
critical_path.top_delay_family=buffers and inverters
crit_arrival_ns=3.33
endpoint_kind=output port
path_depth=9
slowest_delay_ns=0.49
startpoint=n[0]
critPathCapture=o[7]
crit_required_ns=3.44
crit_type=in -> out
crit_chain=clkdlybuf4s50_1 -> inv_1 -> ha_4 -> mux2_4 -> a22o_1 -> nor2b_1 -> a221o_1 -> a22o_1 -> clkdlybuf4s50_1
cp-start-kind=input port
crit_slowest_cell=clkdlybuf4s50_1
crit_buf_inv=3

[placed_design]
place_congestion=0.970
hpwl_um=3830
port_buffers=23

[routing]
initialDrtViolationCount=75
firstDrtPassIters=4
wl_per_cell_um=14.1
vias=1506
viasPerCell=4.43
routed_wl_um=4790
drc=0
antenna_left=0

[cells_and_area]
area_growth_pct=41.7
drive_gt1_frac=0.236
flops=0
utilization=0.171
seqCellArea_um2=0
clkbuf_count=0

[status]
status=complete, no violations

[global_routing]
grt_pass1_wl_um=7840
grt_max_degree=30
grt_pass1_vias=1476
antenna_found_initial=0
grt_use_total=0.0639
gr-total-overflow=0

[power]
ir_drop_v=0.0000206
power_density_nw_per_um2=121
p_leak_nw=0.624

[hold_path]
hold_path_class=in -> out

[what timing repair did]
action                                  in CTS  in global routing
pin swaps                                    3                  0
resized                                      3                  4
hold buffers                                 0                  0
setup buffers                                0                  0
hold endpoints to repair                     0                  0
endpoints found under the setup margin       4                  5
[per-layer routing]
| layer | vias to the layer above | part of all wire | GRT usage |
|---|---|---|---|
| li1 | 737 | - | - |
| met1 | 699 | 0.41 | 0.0839 |
| met2 | 64 | 0.50 | 0.110 |
| met3 | 6 | 0.078 | 0.0103 |
| met4 | 0 | 0.013 | 0.00820 |
| met5 | - | 0 | 0 |
[cell usage in the layout (no fill, tap or decap), drive strengths merged, types with 2 or more instances in the layout]
cell type and n:
a211o 3, a211oi 3, a21oi 16, a22o 3, a22oi 2, a31oi 2, a41oi 3, and2b 2
buf 22, clkdlybuf4s50 23, inv 8, mux2 8, mux2i 8, mux4 7, nand2 13, nand3 4
nand3b 2, nand4 2, nor2 19, nor2b 8, nor3 5, o21ai 12, o221a 2, o221ai 2
o22ai 4, o41ai 2, or2 2
[through the flow]
| stage | power [mW] | hold WS, ns | std cells | cell area (um2) | setup slack [ns] |
|---|---|---|---|---|---|
| 6_report | 0.212 | 2.87 | 340 | 1750 | 0.107 |
| 5_1_grt | 0.232 | 2.93 | 339 | 1750 | 0.000903 |
| 4_1_cts | 0.210 | 2.89 | 339 | 1740 | 0.0201 |
| 3_5_place_dp | 0.205 | 2.89 | 339 | 1720 | -0.173 |
| 3_3_place_gp | 0.207 | 2.89 | 339 | 1720 | -0.166 |
| 2_1_floorplan | 0.118 | 1.87 | 173 | 1230 | 0.731 |
[layout make-up]
type	instances	area, um2
antenna	1	2.50
fill	1125	8480
inverter	8	30.0
multi-input combinational	150	1150
tap	136	170
timing repair buffer	45	399
[where the power goes]
part | leakage, nW | total (mW) | switching, mW | internal (mW)
Combinational | 0.624 | 0.212 | 0.102 | 0.110
Clock | 0.00000634 | 0.0000000311 | 0 | 0.0000000311
Sequential | 0 | 0 | 0 | 0
[synth_stat cells, drive strengths merged, types with 2 or more instances]
cell type and count:
a31oi 2, nand4 2, a41oi 3, a22o 3
clkbuf 6, nor2b 8, inv 7, a22oi 2
nor2 19, nor3 5, o221ai 2, a211o 3
o21ai 12, nand2 13, and2b 2, o41ai 2
or2 2, nand3 4, mux4 7, a211oi 3
buf 9, nand3b 2, mux2i 8, a21oi 16
o221a 2, o22ai 4, mux2 8
[how the worst min path moves through the flow]
stage      end  cells after the start  startpoint
6_report  o[7]                      3          lr
4_1_cts   o[7]                      3          lr
5_1_grt   o[7]                      3          lr
[cells by family after synthesis]
kind of cell | after synthesis | synth area share
and+or+nand+nor | 61 | 0.246
buffers and inverters | 23 | 0.0932
AOI/OAI and AO/OA | 65 | 0.366
muxes | 23 | 0.285
adders and majority gates | 1 | 0.0101
No activity file was given, so power comes from the tool's default toggle rates.
